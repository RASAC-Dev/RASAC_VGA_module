--- design/flow/config.mk ---
export PLATFORM = sky130hd
export DESIGN_NAME = vga
export DESIGN_NICKNAME = vga
export VERILOG_FILES = /design/flow/design.v
export SDC_FILE = /design/flow/constraint.sdc
export NUM_CORES = 4
export LEC_CHECK = 1
export CORE_AREA = 10 10 98 98
export DIE_AREA = 0 0 108 108
--- design/flow/constraint.sdc ---
current_design vga

set clk_period 2.1
set clk_io_pct 0.2

create_clock -name clk0 -period $clk_period [get_ports {clk}]

set non_clock_inputs [all_inputs -no_clocks]
set_input_delay [expr $clk_period * $clk_io_pct] -clock clk0 $non_clock_inputs
set_output_delay [expr $clk_period * $clk_io_pct] -clock clk0 [all_outputs]
--- design/flow/design.v ---
`timescale 1ns / 1ps
module shapes(
    output wire [3:0] r,
    output wire [3:0] g,
    output wire [3:0] b,
    input wire [9:0] x,
    input wire [8:0] y,
    input wire clk
    );
    reg [11:0] sq_a;
    initial sq_a = 12'hfa4;
    reg [9:0] a_xi;
    reg [9:0] a_yi;
    reg [9:0] a_xj;
    reg [9:0] a_yj;
    initial a_xi = 100;
    initial a_yi = 200;
    initial a_xj = 200;
    initial a_yj = 300;
    assign r = ((x > a_xi) && (x < a_xj) && (y > a_yi) && (y < a_yj)) ? sq_a[11:8] : 0;
    assign g = ((x > a_xi) && (x < a_xj) && (y > a_yi) && (y < a_yj)) ? sq_a[7:4] : 0;
    assign b = ((x > a_xi) && (x < a_xj) && (y > a_yi) && (y < a_yj)) ? sq_a[3:0] : 0;
endmodule
`timescale 1ns / 1ps
module vga(
        input clk,
        output reg hsync,
        output reg vsync,
        output reg [3:0] r,
        output reg [3:0] g,
        output reg [3:0] b
    );
    localparam HS_DATA = 640;
    localparam HS_BLANK = 16;
    localparam HS_PULSE = 96;
    localparam HS_SECBLNK = 48;
    localparam VS_DATA = 480;
    localparam VS_BLANK = 10;
    localparam VS_PULSE = 20;
    localparam VS_SECBLNK = 33;
    reg [9:0] px;
    reg [9:0] py;
    wire [3:0] i_r;
    wire [3:0] i_g;
    wire [3:0] i_b;
    shapes screen(i_r, i_g, i_b, px, py, vsync);
    always @ (posedge clk) begin
        hsync <= ~(px >= (HS_DATA + HS_BLANK) && px < (HS_DATA + HS_BLANK + HS_PULSE));
        vsync <= ~(py >= (VS_DATA + VS_BLANK) && py < (VS_DATA + VS_BLANK + VS_PULSE));
        if(px < HS_DATA && py < VS_DATA) begin
            r <= i_r;
            g <= i_g;
            b <= i_b;
        end
        else begin
            r <= 0;
            g <= 0;
            b <= 0;
        end
        if(px >= (HS_DATA + HS_BLANK + HS_PULSE + HS_SECBLNK-1)) begin
            px <= 0;
            if(py >= (VS_DATA + VS_BLANK + VS_PULSE + HS_SECBLNK-1)) begin
                py <= 0;
            end
            else begin
                py <= py + 1;
            end
        end
        else begin
            px <= px + 1;
        end
    end
endmodule
--- design/flow/run.sh ---
#!/bin/bash
# OpenROAD 26Q1-2900-gdf79404cd8, Yosys 0.63+post, stock flow scripts
make -C /OpenROAD-flow-scripts/flow DESIGN_CONFIG=/design/flow/config.mk WORK_HOME=/design/flow/orfs finish
==> impl_metrics.csv <==
group,metric,value,unit
min_path,holdCritStartpoint,"px[0]$_SDFF_PP0_",
cts,clk_pin_slew,80,ps
cts,cts.repair.resized,0,
worst_setup_path,r2r_start,"py[0]$_SDFFCE_PP0P_",
global_routing,grt_max_degree,14,
final_layout,drive_above_1_share,0.0629,
worst_setup_path,r2r_slack,250,ps
cts,insertion_delay,260,ps
worst_setup_path,worstPathArrival,1870,ps
run_status,status,"completed",
synth,top_cells_by_area,"edfxtp_1, dfxtp_1, buf_4, nor2_1, ha_1",
sta,finalCritPeriodShare,0.883,
power,leakage,0.517,nW
sta,fin_skew,5.96,ps
sta,finalSetupViolations,0,
worst_setup_path,max_stage_delay,460,ps
detailed_routing,antenna_cells,0,
placed_design,dp_hpwl,1510,um
detailed_routing,drtAntennaViolNets,0,
job,warning_count,29,
min_path,hold_depth,1,
worst_setup_path,slowest_stage,"edfxtp_1",
placed_design,pre_cts_ws,218,ps
synth,synthFlopType,"dfxtp_1",
cts,cts_buffer_depth,2,
placed_design,post-place-cells,241,
floorplanning,rows,32,
synth,synth_area_leader_cell,"edfxtp_1",
synth,yosys_warnings,3,
global_routing,grt_usage,0.0364,
cts,numCtsBuffers,3,
worst_setup_path,cp_cell_sequence,"inv_1, ha_1, nor2b_1, o311ai_1, and2_1, nor2_1",
sta,rsz0062_at_grt,"false",
synth,common_cells,"nor2_1, dfxtp_1, buf_4",
cts,cts_setup_buffers,0,
sta,fin_tns_setup,0,ps
synth,syn_avg_cell_area,9.26,um^2
worst_setup_path,critPathMaxFanout,9,
floorplanning,dieHeight,108,um
worst_setup_path,r2r_cells,6,
worst_setup_path,cp-end-kind,"register",
sta,layout_setup_ws,246,ps
synth,top_cell,"nor2_1",
synth,yosysTopAreaCellShare,0.230,
synth,yosys-stat-area,1310,um^2
cts,clkSinkCount,23,
cts,cts_tree,"done",
detailed_routing,firstDrtPassIters,4,
sta,slew_violations,0,
worst_setup_path,cp.required,2110,ps
global_routing,antenna_found_initial,0,
final_layout,syn2layout_area_growth,13.2,%
floorplanning,fp.dieW,108,um
detailed_routing,wl,2110,um
min_path,hold_class,"register to register",
synth,yosys.cell_types.count,34,
synth,synth-edff-count,10,
placed_design,gp_congestion,0.860,
placed_design,port-buffer-count,9,
detailed_routing,route.detailed.drc,0,
detailed_routing,vias,874,
final_layout,finalNonFillerCells,245,
global_routing,overflow,0,
synth,syn_inst,141,
floorplanning,die_area,11700,um^2
worst_setup_path,crit_family,"simple AND/OR/NAND/NOR gates",
power,p_per_area,500,nW/um^2
floorplanning,fp_util,0.171,
cts,clock_tree.root_cell,"clkbuf_8",
final_layout,finalInstanceArea,1480,um^2
worst_setup_path,path_class,"register to register",
worst_setup_path,critical_path_buf_inv_count,1,
global_routing,grt_pass1_wl,3690,um
sta,fmax,539,MHz
placed_design,placed_area,1430,um^2
detailed_routing,wire_per_inst,8.61,um
floorplanning,io-pin-count,15,
min_path,whs_endpoint,"px[0]$_SDFF_PP0_",
floorplanning,core_area,7650,um^2
cts,cts_hold_buf,0,
synth,postSynthSeqShare,0.430,
synth,synth_stat.cells,141,
detailed_routing,vias_per_cell,3.57,
synth,numSynthFlops,23,
worst_setup_path,r2r-end,"py[6]$_SDFFCE_PP0P_",
power,ir_drop,0.130,mV
detailed_routing,drtIter0Drc,46,
sta,period_needed,1850,ps
worst_setup_path,cp-start-kind,"register",
global_routing,grt_pass1_vias,827,
synth,synth-async-reset-ratio,0,
sta,final_hold_viol_count,0,
cts,htree_levels,1,
synth,syn_area,1310,um^2
job,cap_violations,0,
[worst max path at each step]
stage	from	endpoint	slack (ps)	cells after the start
5_1_grt	py[0]$_SDFFCE_PP0P_	py[6]$_SDFFCE_PP0P_	60	6
4_1_cts	py[0]$_SDFFCE_PP0P_	py[6]$_SDFFCE_PP0P_	210	6
6_report	py[0]$_SDFFCE_PP0P_	py[6]$_SDFFCE_PP0P_	250	6
[final cells by class]
class	count	area, um^2
clock buffers	4	45.0
fillers	825	6170
inverters	6	22.5
multi-input cells	98	609
flip-flops and latches	23	561
well taps	102	128
repair buffers	12	113
[power by group]
group          switching, mW  total, mW  internal (mW)
combinational       0.000429   0.000429              0
sequential                 0      0.462          0.462
clock                  0.141      0.277          0.135
total                  0.142      0.739          0.597
[metal layers]
layer	up-vias	GRT usage	share of wire
li1	460	-	-
met1	396	0.0516	0.51
met2	16	0.0560	0.41
met3	2	0.00663	0.057
met4	0	0.00954	0.023
met5	-	0	0
[metrics by stage]
stage	hold WS (ps)	power, mW	util
detailed placement	483	0.473	0.187
CTS	502	0.750	0.193
floorplan	441	0.479	-
global placement	464	0.473	0.187
finish	493	0.739	0.193
global route	535	0.766	0.193
[cells by family (layout without fill, tap and decap cells)]
family	after synthesis	in the layout	synth area share
other cells	1	5	0.00287
mux	1	1	0.00767
simple gates	62	62	0.233
compound gates	10	10	0.0604
buf+inv	24	22	0.115
flops	23	23	0.430
fa+ha+maj	6	6	0.0575
xor+xnor	14	14	0.0940
[cells in the final DEF, fill, tap and decap left out]
| cell type | synthesis | layout |
|---|---|---|
| nor2_1 | 22 | 22 |
| o311ai_1 | 1 | 1 |
| clkdlybuf4s50_1 | 0 | 9 |
| ha_1 | 6 | 6 |
| o311ai_0 | 1 | 1 |
| xnor2_1 | 8 | 8 |
| edfxtp_1 | 10 | 10 |
| clkbuf_8 | 0 | 3 |
| mux2i_1 | 1 | 1 |
| clkbuf_1 | 2 | 1 |
| o31a_1 | 2 | 2 |
| buf_4 | 11 | 3 |
| a21oi_1 | 2 | 2 |
| or4b_4 | 1 | 1 |
| and2_1 | 1 | 1 |
| o211ai_1 | 1 | 1 |
| nand4_1 | 1 | 1 |
| inv_1 | 6 | 6 |
| or4b_1 | 1 | 1 |
| nor4_1 | 1 | 1 |
| dfxtp_1 | 13 | 13 |
| nand2b_1 | 1 | 1 |
| xor2_1 | 6 | 6 |
| nand3_2 | 1 | 1 |
| nor3_1 | 7 | 7 |
| conb_1 | 1 | 5 |
| nand3_1 | 10 | 10 |
| a211oi_1 | 1 | 1 |
| a211oi_2 | 1 | 1 |
| and3_1 | 3 | 3 |
| nor2b_1 | 4 | 4 |
| a31oi_1 | 1 | 1 |
| nand2_1 | 9 | 9 |
[flip-flops by register name, indices dropped and copies added, names as in the netlist]
signal / count
hsync: 1
py: 10
px: 10
vsync: 1
r: 1
Power figures rest on the tool's default switching activity, not on a simulated workload.
